[flow/run.sh]
#!/bin/bash
# OpenROAD 26Q1-2900-gdf79404cd8, Yosys 0.63+post, stock flow scripts
make -C /OpenROAD-flow-scripts/flow DESIGN_CONFIG=/design/flow/config.mk WORK_HOME=/design/flow/orfs finish
[flow/config.mk]
export PLATFORM = sky130hd
export DESIGN_NAME = full_adder
export DESIGN_NICKNAME = full_adder
export VERILOG_FILES = /design/flow/design.v
export SDC_FILE = /design/flow/constraint.sdc
export NUM_CORES = 4
export LEC_CHECK = 1
export CORE_AREA = 10 10 104 104
export DIE_AREA = 0 0 114 114
[flow/constraint.sdc]
current_design full_adder

set clk_period 39.8
set clk_io_pct 0.2

create_clock -name clk0 -period $clk_period

set non_clock_inputs [all_inputs -no_clocks]
set_input_delay [expr $clk_period * $clk_io_pct] -clock clk0 $non_clock_inputs
set_output_delay [expr $clk_period * $clk_io_pct] -clock clk0 [all_outputs]
[flow/design.v]
module adder(in1, in2, c_in, out, c_out);
input in1, in2, c_in;
output out, c_out;
assign out = (in1 ^ in2) ^ c_in;
assign c_out = (in1 & in2) | ((in1 ^ in2) & c_in);
endmodule
module full_adder(in1, in2, out);
input [31:0] in1, in2;
output [32:0] out;
parameter N = 32;
wire [0:32] w;
assign w[0] = 0;
generate
	genvar i;
	for (i = 0; i < N; i = i + 1)
	begin
		adder add_0(in1[i], in2[i], w[i], out[i], w[i+1]);
	end
endgenerate
assign out[32] = w[32];
endmodule
==> results.toml <==
# flow metrics
[pwr]
leakage_nw = 0.642
combinationalPowerShare = 1.000
power_frac_seq = 0
power_density_nw_per_um2 = 15.0
pwr-share-clk = 0
intPower_w = 0.0000195
switching_share = 0.261
max-vdd-ir-drop_v = 0.00000505
p_switching_w = 0.00000688
p_total_w = 0.0000264

[finish]
flops = 0
num-fill-cells = 963
final-comb-area_sq_um = 633
clkbuf_count = 0
drive_above_1_share = 0
area_growth_syn_to_layout_pct = 95.4
seq_area_sq_um = 0

[synth]
ys_area_sq_um = 900
area_leaders = "fa_1 69%, buf_4 28%, inv_1 2.1%, ha_1 1.4%"
ys_types = 4
synth.largest_area_cell = "fa_1"
yosysCellCount = 70
ys_warn_count = 0
syn_inst = 70
avgSynthCellArea_sq_um = 12.9
netlist.area_leader.share = 0.690
ys_seq_frac = 0
syn_area_sq_um = 900

[outcome]
status = "finished, final reports clean"

[timing]
setup_viol = 0
fmax_mhz = 34.1
slew_violations = 0
fin_crit_ns = 29.31
rsz0062_at_grt = "no"
hold_viol = 0
final.setup.tns_ns = 0
slew_headroom = 0.913
whs_ns = 16.96
worstMarginPinSlew_ns = 0.130
fin_crit_sh = 0.736

[global_route]
grt_pass1_wl_mm = 4.83
grt_antenna_before_repair = 0
grt_max_degree = 2
overflow = 0
first_global_vias = 863
grt_usage = 0.0468

[critical_path]
required_ns = 31.84
path_class = "in2out"
cp-end-kind = "output port"
path_buffers = 4
arrival_ns = 21.35
crit_family = "adder cells"
cp_common_cell = "fa_1"
cpMaxStageDelayCell = "clkdlybuf4s50_1"
cp_max_fo = 1
start_kind = "input port"
critPathMaxStageDelay_ns = 0.47

[drt]
ant_nets = 0
antenna_cells = 0
vias = 717
detail_route.wl_per_cell_microns = 13.0
first_pass_iters = 2
drc_errors = 0
wl_mm = 3.14
vias_per_cell = 2.96
drt_iter0_drc = 15

[die]
ios = 97
fp.dieW_microns = 114
core_sq_um = 8680
die-area_sq_um = 13000
dieHeight_microns = 114
initial_utilization = 0.104
core.rowCount = 34

[placed_design]
io_buffer_count = 97
dpl.hpwl_mm = 3.17
gp_congestion = 0.751

[clock_network]
holdBufCountCts = 0
post_cts_buffers = 0
cts-resized-gates = 0

[flow_run]
drv_cap = 0
warning_count = 32

[worst_hold_path]
hold_class = "in2out"
-- power by group through the flow --
stage | Sequential, W | Combinational, W | Clock, W
after CTS | 0 | 0.0000273 | 0
after global routing | 0 | 0.0000299 | 0
final | 0 | 0.0000264 | 0
-- cells in the mapped netlist --
cell   count
fa_1      31
buf_4     33
ha_1       1
inv_1      5
-- final timing paths --
path | to | slack [ns] | cells after the start | start
worst max-delay path | out[31] | 10.49 | 36 | in1[0]
worst min-delay path | out[0] | 16.96 | 3 | in2[0]
-- cell usage in the layout (no fill, tap or decap) --
cell             instances
clkdlybuf4s50_1         97
fa_1                    31
inv_1                    5
ha_1                     1
-- worst min-delay path, stage by stage --
cell,delay (ns)
clkdlybuf4s50_1,0.46
ha_1,0.12
clkdlybuf4s50_1,0.46
-- metal layers --
metal  GRT usage  share of wire  vias up
li1            -              -      301
met1      0.0618           0.42      317
met2      0.0543           0.29       99
met3      0.0489           0.29        0
met4           0              0        0
met5           0              0        -
-- through the flow --
step	cells	setup slack [ns]	utilization	cell area (sq um)
6_report	242	10.49	0.203	1760
5_1_grt	242	9.97	0.203	1760
4_1_cts	242	10.41	0.203	1760
3_5_place_dp	242	10.46	0.203	1760
3_3_place_gp	242	10.48	0.203	1760
2_1_floorplan	70	11.74	-	900
-- area by class of cell --
type / instances / area share
Timing Repair Buffer: 97 / 0.552
Inverter: 5 / 0.0107
Multi-Input combinational cell: 32 / 0.360
Tap cell: 108 / 0.0769
-- cells by family after synthesis --
group      share of synthesized area
buf+inv                        0.296
fa+ha+maj                      0.704
Power figures rest on the tool's default switching activity, not on a simulated workload.
